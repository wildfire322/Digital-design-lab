$ cat config.mk
export PLATFORM = sky130hd
export DESIGN_NAME = buzzer
export DESIGN_NICKNAME = buzzer
export VERILOG_FILES = /design/flow/design.v
export SDC_FILE = /design/flow/constraint.sdc
export NUM_CORES = 4
export LEC_CHECK = 1
export CORE_UTILIZATION = 50
export SYNTH_HDL_FRONTEND = slang
$ cat design.v
module buzzer (
    input wire clk,         
    input S1,               
    output reg buzzer_pin   
);
    integer tone_counter;
    reg tone_active;
    integer tone_duration;
    parameter TONE_DURATION = 5000000;  
    parameter C7 = 191113;   
    parameter D7 = 170262;   
    parameter E7 = 151686;   
    parameter F7 = 143173;   
    parameter G7 = 127553;   
    parameter A7 = 113636;   
    parameter B7 = 101239;   
    parameter Bb6 = 214519;  
    parameter G6 = 255102;   
    parameter E6 = 303375;   
    parameter A6 = 227272;   
    parameter B6 = 202478;   
    parameter NOTE_DURATION = 2000000;
    parameter REST_DURATION = 20000000; 
    reg [31:0] melody [0:95];  
    initial begin
        melody[0] = E7;
        melody[1] = E7;
        melody[2] = 0;  
        melody[3] = E7;
        melody[4] = 0; 
        melody[5] = C7;
        melody[6] = E7;
        melody[7] = 0;  
        melody[8] = G7;
        melody[9] = 0;  
        melody[10] = 0;  
        melody[11] = 0;  
        melody[12] = G6;
        melody[13] = 0;  
        melody[14] = 0;  
        melody[15] = 0;  
        melody[16] = C7;
        melody[17] = 0;  
        melody[18] = 0;  
        melody[19] = G6;
        melody[20] = 0;  
        melody[21] = 0;  
        melody[22] = E6;
        melody[23] = 0;  
        melody[24] = A6;
        melody[25] = 0;  
        melody[26] = B6;
        melody[27] = 0;  
        melody[28] = Bb6;  
        melody[29] = A6;
        melody[30] = 0;  
        melody[31] = G6;
        melody[32] = E7;
        melody[33] = 0;  
        melody[34] = G7;
        melody[35] = A7;
        melody[36] = 0;  
        melody[37] = F7;
        melody[38] = G7;
        melody[39] = 0;  
        melody[40] = E7;
        melody[41] = 0;  
        melody[42] = C7;
        melody[43] = D7;
        melody[44] = B6;
        melody[45] = 0;  
        melody[46] = 0;  
        melody[47] = 0;  
        melody[48] = G6;
        melody[49] = F7;
        melody[50] = E7;
        melody[51] = D7;
        melody[52] = C7;
        melody[53] = 0;  
        melody[54] = E6;
        melody[55] = 0;  
        melody[56] = A6;
        melody[57] = 0;  
        melody[58] = B6;
        melody[59] = 0;  
        melody[60] = Bb6;
        melody[61] = A6;
        melody[62] = 0;  
        melody[63] = G6;
        melody[64] = E7;
        melody[65] = 0;  
        melody[66] = G7;
        melody[67] = A7;
        melody[68] = 0;  
        melody[69] = F7;
        melody[70] = G7;
        melody[71] = 0;  
        melody[72] = E7;
        melody[73] = 0;  
        melody[74] = C7;
        melody[75] = D7;
        melody[76] = B6;
        melody[77] = 0; 
        melody[78] = 0;  
        melody[79] = 0;  
        melody[80] = G6;
        melody[81] = F7;
        melody[82] = E7;
        melody[83] = D7;
        melody[84] = C7;
        melody[85] = 0; 
        melody[86] = E6;
        melody[87] = 0;  
        melody[88] = A6;
        melody[89] = 0;  
        melody[90] = B6;
        melody[91] = 0;
        melody[92] = Bb6;
        melody[93] = A6;
        melody[94] = 0;
        melody[95] = G6;
    end
    integer note_index;
    integer note_duration_counter;
    reg [31:0] current_tone;
    reg rest_period;  
    initial begin
        tone_counter <= 0;
        buzzer_pin <= 0;
        tone_active <= 0;
        tone_duration <= 0;
        note_index <= 0;
        note_duration_counter <= 0;
        current_tone <= melody[0];
        rest_period <= 0;
    end 
    always @(posedge clk) begin
        if(S1) begin
            if (!tone_active) begin
                tone_active <= 1;
                tone_duration <= 0;
                note_index <= 0;
                note_duration_counter <= 0;
                current_tone <= melody[0];
                rest_period <= 0;
            end
        end else begin 
            if (tone_active) begin
                if (note_duration_counter >= (rest_period ? REST_DURATION : NOTE_DURATION)) begin
                    if (rest_period) begin
                        note_index <= note_index + 1;
                        rest_period <= 0;
                    end else begin
                        rest_period <= 1;
                    end
                    note_duration_counter <= 0;
                    if (note_index >= 96) begin  
                        tone_active <= 0;
                        buzzer_pin <= 0;
                    end else begin
                        current_tone <= rest_period ? 0 : melody[note_index];
                    end
                end else begin
                    note_duration_counter <= note_duration_counter + 1;
                    if (current_tone != 0) begin
                        if (tone_counter >= current_tone) begin
                            tone_counter <= 0;
                            buzzer_pin <= ~buzzer_pin;   
                        end else begin
                            tone_counter <= tone_counter + 1;
                        end
                    end else begin
                        buzzer_pin <= 0;
                    end
                end
            end
        end
    end
endmodule
$ cat run.sh
#!/bin/bash
# OpenROAD 26Q1-2900-gdf79404cd8, Yosys 0.63+post, stock flow scripts
make -C /OpenROAD-flow-scripts/flow DESIGN_CONFIG=/design/flow/config.mk WORK_HOME=/design/flow/orfs finish
$ cat constraint.sdc
current_design buzzer

set clk_period 7.4
set clk_io_pct 0.2

create_clock -name clk0 -period $clk_period [get_ports {clk}]

set non_clock_inputs [all_inputs -no_clocks]
set_input_delay [expr $clk_period * $clk_io_pct] -clock clk0 $non_clock_inputs
set_output_delay [expr $clk_period * $clk_io_pct] -clock clk0 [all_outputs]
==> flow_summary.toml <==
# implementation run metrics
[sta]
finalMaxSlewViolations = 0
tns_ns = 0
hold_viol = 0
fin_worst_skew_ns = 0.00683
period_needed_ns = 5.14
finalCritPeriodShare_pct = 69.4
slew_headroom_pct = 48.5
timing.fmax_mhz = 195
finalSetupViolCount = 0
worst_slew_pin_slew_ns = 0.773
rsz0062_at_grt = "no"

[clocking]
cts_setup_buffers = 0
cts_resized = 0
cts_tree = "done"
clockBufferDepth = 2
cts_hold_buf = 0
clock-root-buffer = "clkbuf_16"
clk_latency_ns = 0.41
cts_sinks = 137
clk_pin_slew_ns = 0.06
cts_max_level = 4
cts_buffers = 17

[global_routing]
grt_pass1_wl_mm = 29.1
antenna_found_initial = 0
overflow = 0
grtUsageTotal_pct = 22.8
grt_pass1_vias = 5916
grt_max_degree = 45

[route]
antennaDiodeCount = 0
finalWirelength_mm = 17.6
routedWlPerCell_um = 16.4
drt-initial-drc-count = 521
dr.max_layer_used = "met4"
route.detailed.drc = 0
routed_via_density = 5.82
wirelength_met1_mm = 8.59
drtAntennaViolNets = 0
route.met2.wl_mm = 7.81
dr_wl_met3_um = 896
drtPass1Iterations = 5
num_vias = 6253

[setup_path]
worst-path-buf-inv = 3
crit_arrival_ns = 5.42
end_kind = "flip-flop"
cp_max_fo = 40
cpMaxStageDelayCell = "mux2i_2"
max_stage_delay_ns = 0.71
path_cells = "clkdlybuf4s50_1 -> inv_1 -> ha_1 -> nand2b_1 -> a21oi_1 -> a41oi_1 -> nand2_4 -> mux2i_2 -> buf_4 -> nor3_1 -> a2111oi_1 -> a31oi_1"
crit_required_ns = 7.68
path_class = "in -> reg"
startpoint_type = "input pin"
cp_top_family = "AND-OR/OR-AND gates"

[power_and_ir_drop]
power_density_nw_per_um2 = 334
max-vdd-ir-drop_mv = 0.187
p_leak_nw = 3.22
p_total_w = 0.00304

[synth]
synthCells = 841
yosys-stat-area_um2 = 8300
syn_avg_cell_area_um2 = 9.87
synth-seq-cells = 137
ys_cells = 841
ys_types = 76
ys_seq_share_pct = 47.1
flop_cell = "edfxtp_1"
area_leaders = "edfxtp_1 42%, ha_1 5.4%, xor2_1 5.3%, dfxtp_1 4.8%, nor2_1 3.9%"
ys_warn_count = 0
largest_area_cell = "edfxtp_1"
async_flop_share_pct = 0
edf_count = 117
yosysTopAreaCellShare_pct = 42.3
synth.cell_area_um2 = 8300
top_cells_by_count = "117 x edfxtp_1, 87 x nor2_1, 65 x nand2_1, 50 x xor2_1, 40 x nand3_1"
synth_dominant_cell_count = "edfxtp_1"

[status]
outcome = "complete, no violations"

[placed_design]
dp_cells = 1043
dp_hpwl_mm = 11.9
gp_congestion = 0.927
place.port_buffers = 2

[floorplan]
core_um2 = 16100
fp-row-count = 46
initCoreUtil_pct = 51.7
num_io_pins = 3
chipWidth_um = 131
chipHeight_um = 131
die_area_um2 = 17100

[cells_and_area]
stdcell_count = 1074
syn_to_final_growth_pct = 9.70
drive_above_1_share_pct = 7.46
fillers = 1338

[run]
warning_count = 28
cap_violations = 0

[worst_hold_path]
min_path_type = "reg -> reg"
[cells by family (layout without fill, tap and decap cells)]
kind of cell             Yosys count  after routing  synth area share, %
AND-OR/OR-AND                    165            165                 13.3
other                              1             12               0.0452
AND/OR/NAND/NOR                  351            351                 21.6
multiplexers                       9              9                 1.28
adder cells (fa/ha/maj)           36             36                 5.42
buffers and inverters             71             77                 3.80
flip-flops                       137            137                 47.1
XOR/XNOR                          71             71                 7.49
[area by class of cell]
class / instances / area, um2 / area share (%)
multi-input combinational: 644 / 4130 / 45.3
sequential: 137 / 3910 / 43.0
clock buffer: 18 / 429 / 4.71
tap: 216 / 270 / 2.97
clock inverter: 13 / 144 / 1.58
inverter: 34 / 128 / 1.40
timing repair buffer: 12 / 95.1 / 1.04
[where the power goes]
group | internal (W) | total, W | switching [W]
logic | 0.000351 | 0.000983 | 0.000632
clock network | 0.000497 | 0.000823 | 0.000326
registers | 0.00108 | 0.00124 | 0.000158
[final timing paths]
check	start	endpoint	slack (ns)	cells past startpoint
min reg2reg	flip-flop	current_tone[5]	0.50	1
max	S1	flip-flop	2.26	12
max reg2reg	rest_period	flip-flop	2.51	11
min	flip-flop	current_tone[5]	0.50	1
[per-stage QoR]
| step | hold WS (ns) | instance area [um2] | setup WS, ns | utilization [%] |
|---|---|---|---|---|
| after detailed placement | 0.490 | 8540 | 1.92 | 53.2 |
| final | 0.503 | 9110 | 2.26 | 56.7 |
| after global placement | 0.490 | 8540 | 2.06 | 53.2 |
| after global routing | 0.523 | 9110 | 1.95 | 56.7 |
| after CTS | 0.504 | 9110 | 2.35 | 56.7 |
| after floorplan | 0.482 | 8350 | 2.39 | - |
[per-layer routing]
metal / GRT usage (%) / up-vias
li1: - / 3105
met1: 36.3 / 2956
met2: 34.6 / 172
met3: 4.48 / 20
met4: 3.99 / 0
met5: 0 / -
[layout by cell type, fill, tap and decap left out, types with 5 or more instances in the layout]
| master | Yosys | routed |
|---|---|---|
| o21ai_1 | 8 | 8 |
| a21o_1 | 13 | 13 |
| o211ai_1 | 11 | 11 |
| buf_4 | 6 | 10 |
| or3_1 | 13 | 13 |
| o21ai_0 | 32 | 32 |
| nor3_1 | 35 | 34 |
| edfxtp_1 | 117 | 117 |
| nand3_1 | 40 | 40 |
| nand2b_1 | 7 | 7 |
| xnor2_1 | 21 | 21 |
| a21oi_1 | 38 | 38 |
| and4_1 | 5 | 5 |
| nor2b_1 | 6 | 6 |
| nor4_1 | 16 | 16 |
| a211oi_1 | 8 | 7 |
| dfxtp_1 | 20 | 20 |
| ha_1 | 36 | 36 |
| clkbuf_16 | 0 | 17 |
| nor2_1 | 87 | 87 |
| xor2_1 | 50 | 50 |
| a31oi_1 | 11 | 11 |
| and2_1 | 22 | 22 |
| nand4_1 | 20 | 20 |
| conb_1 | 1 | 12 |
| inv_1 | 34 | 34 |
| nand2_1 | 65 | 65 |
| and3_1 | 16 | 16 |
[worst reg2reg max path, stage by stage (launching register included)]
cell and delay (ns):
edfxtp_1 0.53, inv_1 0.32, ha_1 0.40, nand4bb_1 0.13
nor4_1 0.70, a41oi_1 0.40, nand2_4 0.54, mux2i_2 0.72
buf_4 0.35, nor3_1 0.12, a2111oi_1 0.43, a31oi_1 0.14
Power figures rest on the tool's default switching activity, not on a simulated workload.
