### flow/run.sh
#!/bin/bash
# OpenROAD 26Q1-2900-gdf79404cd8, Yosys 0.63+post, stock flow scripts
make -C /OpenROAD-flow-scripts/flow DESIGN_CONFIG=/design/flow/config.mk WORK_HOME=/design/flow/orfs finish
### flow/config.mk
export PLATFORM = sky130hd
export DESIGN_NAME = mat_key
export DESIGN_NICKNAME = mat_key
export VERILOG_FILES = /design/flow/design.v
export SDC_FILE = /design/flow/constraint.sdc
export NUM_CORES = 4
export LEC_CHECK = 1
export CORE_UTILIZATION = 30
### flow/constraint.sdc
current_design mat_key

set clk_period 5.0
set clk_io_pct 0.2

create_clock -name clk0 -period $clk_period [get_ports {scan_clk}]

set non_clock_inputs [all_inputs -no_clocks]
set_input_delay [expr $clk_period * $clk_io_pct] -clock clk0 $non_clock_inputs
set_output_delay [expr $clk_period * $clk_io_pct] -clock clk0 [all_outputs]
### flow/design.v
`timescale 1ns / 1ps
module mat_key(input wire [3:0] BTNY,  
               input wire scan_clk,
               output reg [3:0] BTNX,  
               output reg [15:0] btn ,  
               output wire sync_clk);  
    assign sync_clk = (BTNX == 4'b1110) ? 1'b1 : 1'b0;
    reg [7:0] buffer [3:0][3:0];
    reg [3:0]status [3:0];
    integer i, j;
    initial begin  
        BTNX = 4'b0111;
        for (i = 0; i < 4; i = i + 1) begin
            for (j = 0; j < 4; j = j + 1) begin
                buffer[i][j]   = 8'h00;
                status[i][j]   = 1'b0;
                btn[i * 4 + j] = 1'b0;
            end
        end
    end
    always @(posedge scan_clk) begin
        case(BTNX)
            4'b0111: status[0][3:0] <= BTNY;
            4'b1011: status[1][3:0] <= BTNY;
            4'b1101: status[2][3:0] <= BTNY;
            4'b1110: status[3][3:0] <= BTNY;
        endcase
        BTNX <= {BTNX[0], BTNX[3:1]};  
        if (sync_clk == 1'b1) begin  
            for (i = 0; i < 4; i = i + 1) begin
                for (j = 0; j < 4; j = j + 1) begin
                    buffer[i][j] = {buffer[i][j][6:0], status[i][j]};
                    if (buffer[i][j] == 8'hff) begin
                        btn[i * 4 + j] <= 1'b0;
                    end else if (buffer[i][j] == 8'h00) begin
                        btn[i * 4 + j] <= 1'b1;
                    end
                end
            end
        end
    end
endmodule
==> results.ini <==
[synthesis]
yosys_warnings=3
area_leaders=edfxtp_1, nand4_1, nor4_1, dfxtp_1, a21oi_2
synth.most_common_cell=edfxtp_1
yosysChipArea_sq_um=5150
syn-cell-area_sq_um=5150
syn_avg_cell_area_sq_um=19.3
yosysTopAreaCell=edfxtp_1
synth-cells-yosys=267
syn_inst=267
ys_ff=148
ys_seq_frac=0.856
netlist.area_leader.share=0.840
ys_types=14
ys_async_sr_fraction=0
flop_cell=edfxtp_1
edf_count=144
synthTopCellsByCount=edfxtp_1, nand4_1, nor4_1, nand2_1

[die]
initCoreUtil=0.309
rows=47
core_area_sq_um=16600
die_h_um=133
chip_area_sq_um=17700
die_width_um=133
io-pin-count=26

[worst_hold_path]
hp-start=BTNX[0]$_DFF_P_
worstHoldPathType=register to register
hold_depth=0
hold-path-endpoint=BTNX[3]$_DFF_P_

[routing]
wl_per_cell_um=14.3
routed_via_density=4.67
ant_nets=0
dr_total_vias=2551
first_iter_violations=153
drcViolationCount=0
diodes=0
dr.pass1.iters=4
totalWireLength_mm=7.78

[power]
pwr-share-seq=0.505
p_comb_frac=0.002
vdd_drop_max_v=0.000248
powerDensity_nw_per_um2=422
power_frac_clock=0.493
switching_share=0.171
p_int_mw=2.20
leakage_nw=1.91
switching_power_uw=456

[cells_and_area]
drive_above_1_share=0.160
final_area_sq_um=6300
nFillCells=1463
area_growth_pct=22.5

[worst_setup_path]
critPathKind=register to primary output
crit_family=buffers and inverters
r2r_start=BTNX[1]$_DFF_P_
ff2ff_path_depth=3
cpMaxStageDelayCell=inv_4
endpoint_kind=primary output
crit_path_start_kind=register
max_stage_delay_ns=0.82
crit_required_ns=4.00
arrival_ns=2.75
crit_buf_inv=2
reg2reg_to=buffer[11][6]$_DFFE_PP_
cp_cell_sequence=nand4b_4 -> inv_4 -> clkdlybuf4s50_1
reg2reg_slack_ns=2.26
critPathMaxFanout=71

[sta]
finalCriticalPeriod_ns=3.75
setup_viol=0
hold_viol=0
finalClockPeriodUsage=0.751
rsz0062_at_grt=false
tightestPinTransition_ns=0.867
fin_setup_tns_ns=0
finalClockSkew_ns=0.00745
timing.fmax_mhz=266
slew_viol_final=0
relSlewSlack=0.422

[clock_tree]
cts_root_buf=clkbuf_16
htreeDepth=4
cts.sinks=148
clock_latency_ns=0.41
cts_resized=0
clockBufferDepth=2
clk_pin_slew_ns=0.06
cts_buffers=17
cts_tree=built
cts_setup_buffers=0
cts-hold-fix-buffers=0

[global_routing]
grt_pass1_vias=2509
grt_overflow=0
grt_pass1_wl_mm=12.5
antenna_found_initial=0
grt_usage=0.0960
grt_max_degree=72

[job]
warnings=25
cap_violations=0

[status]
outcome=finished, final reports clean

[placed_design]
gp_congestion=0.740
hpwl_mm=4.54
io_buffers=25
dpl-instance-area_sq_um=5690

[state kept, by name, indices dropped and copies added (netlist names)]
register	count
BTNX	4
btn	16
buffer	112
status	16
[worst register-to-register path, cell delays in order (launching register included)]
cell      delay, ns
dfxtp_1        0.44
nand4b_4       0.45
inv_4          0.82
buf_4          0.65
[per-stage QoR]
stage	hold slack [ns]	worst slack [ns]	power (mW)	instances	utilization
floorplan	0.360	1.02	1.37	267	-
global route	0.424	1.09	2.74	546	0.379
detailed placement	0.397	1.64	1.37	514	0.342
global placement	0.383	1.75	1.37	514	0.342
finish	0.413	1.25	2.66	546	0.379
CTS	0.410	1.20	2.69	546	0.379
[per-layer routing]
layer  vias to the layer above  track usage  share of wire
li1                       1210            -              -
met1                      1251        0.146           0.48
met2                        79        0.131           0.43
met3                        11       0.0531          0.075
met4                         0       0.0153          0.012
met5                         -            0              0
[how the worst max path moves through the flow]
stage	slack [ns]	cells past startpoint	endpoint	start
CTS	1.20	3	sync_clk	BTNX[3]$_DFF_P_
global route	1.09	3	sync_clk	BTNX[3]$_DFF_P_
finish	1.25	3	sync_clk	BTNX[1]$_DFF_P_
[cell usage in the layout, fill, tap and decap left out]
cell type / synthesis / final
edfxtp_1: 144 / 144
nand2_1: 17 / 17
nor4_1: 32 / 32
nor3b_1: 2 / 2
and4b_1: 1 / 1
a21oi_1: 7 / 7
dfxtp_1: 4 / 4
clkinv_2: 0 / 5
clkbuf_8: 0 / 2
buf_4: 0 / 3
clkbuf_1: 0 / 3
or2_2: 9 / 9
nand4_1: 32 / 32
nand4b_4: 1 / 1
clkdlybuf4s50_1: 0 / 25
clkinv_4: 0 / 1
clkbuf_16: 0 / 17
or2_1: 7 / 7
a21oi_2: 9 / 9
inv_4: 0 / 1
bufinv_16: 0 / 4
[layout make-up]
class                   instances  area, sq um  share of cell area
clock buffers                  22          464              0.0736
clock inverters                10          154              0.0244
multi-input cells             117          727               0.115
well taps                     220          275              0.0437
inverters                       1         6.26            0.000992
flip-flops and latches        148         4400               0.699
repair buffers                 28          273              0.0433
[cells by family (layout without fill, tap and decap cells)]
group                  count (synthesis)  count (layout)  share of synthesized area
AND-OR/OR-AND                         16              16                     0.0221
flip-flops                           148             148                      0.856
buffers and inverters                  2              61                    0.00292
AND/OR/NAND/NOR                      101             101                      0.119
[power groups by stage]
stage	Combinational, mW	Clock [mW]	Sequential, mW
after CTS	0.00543	1.34	1.34
after global routing	0.00572	1.39	1.34
final	0.00523	1.31	1.34
Power figures rest on the tool's default switching activity, not on a simulated workload.
