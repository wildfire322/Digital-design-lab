[/design/flow/design.v]
module VGA(
    input clk,
    input rst,
    input [11:0] data_in,  
    output reg [8:0] row,  
    output reg [9:0] col,  
    output reg read_pixel,  
    output reg [11:0] pixel_data,
    output reg h_sync, v_sync 
);
reg [9:0] h_count;
always @(posedge clk) begin
    if (rst) h_count <= 0;
    else if (h_count == 799) h_count <= 0;
    else h_count <= h_count + 1;
end
reg [9:0] v_count;
always @(posedge clk or posedge rst) begin
    if (rst) v_count <= 0;
    else if (h_count == 799) begin
        if (v_count == 524) v_count <= 0;
        else v_count <= v_count + 1;
    end
end
wire [9:0] row_addr = v_count - 35;
wire [9:0] col_addr = h_count - 143;
wire h_s = (h_count > 95);
wire v_s = (v_count > 1);
wire rd = (h_count > 142) 
            && (h_count < 783) 
            && (v_count > 34) 
            && (v_count < 515); 
initial begin
    h_count = 0;
    v_count = 0;
    row = 0;
    col = 0;
    read_pixel = 1;
    pixel_data [11:0] = 12'b0;
    h_sync = 0;
    v_sync = 0;
end
always @(posedge clk) begin
    row <= row_addr[8:0];
    col <= col_addr;
    read_pixel <= ~rd;
    h_sync <= h_s;
    v_sync <= v_s;
    pixel_data <= read_pixel ? 12'b0 : data_in;
end
endmodule
[/design/flow/run.sh]
#!/bin/bash
# OpenROAD 26Q1-2900-gdf79404cd8, Yosys 0.63+post, stock flow scripts
make -C /OpenROAD-flow-scripts/flow DESIGN_CONFIG=/design/flow/config.mk WORK_HOME=/design/flow/orfs finish
[/design/flow/config.mk]
export PLATFORM = sky130hd
export DESIGN_NAME = VGA
export DESIGN_NICKNAME = VGA
export VERILOG_FILES = /design/flow/design.v
export SDC_FILE = /design/flow/constraint.sdc
export NUM_CORES = 4
export LEC_CHECK = 1
export CORE_UTILIZATION = 50
[/design/flow/constraint.sdc]
current_design VGA

set clk_period 3.3
set clk_io_pct 0.2

create_clock -name clk0 -period $clk_period [get_ports {clk}]

set non_clock_inputs [all_inputs -no_clocks]
set_input_delay [expr $clk_period * $clk_io_pct] -clock clk0 $non_clock_inputs
set_output_delay [expr $clk_period * $clk_io_pct] -clock clk0 [all_outputs]
==> impl_metrics.toml <==
# implementation run metrics
[yosys]
ys_area_sq_mm = 0.002113
synth_area_sq_mm = 0.002113
synth_flop_count = 54
topCellsByArea = "dfxtp_1 (42%), dfrtp_1 (12%), xor2_1 (5.4%)"
top_area_cell = "dfxtp_1"
edf_count = 0
yosys_most_used_dff = "dfxtp_1"
yosys_warnings = 1
async_flop_share_pct = 18.52
syn_inst = 200
synth.distinct_cells = 51
ys_seq_share_pct = 53.52
post-synth-top-area-fraction_pct = 41.68
ys_cells = 200
syn_avg_cell_area_sq_um = 10.57

[critical_path]
r2r_start = "h_count[1]"
critPathRequiredTime_ps = 3490
crit_path_start = "h_count[1]"
path_cells = "ha_1 -> and4_1 -> and3_1 -> nand4_1 -> mux2_2"
cp_data_arrival_time_ps = 2320
critical-path-max-stage-delay_ps = 640
worstSetupStartpointType = "flip-flop"
crit_end = "v_count[4]"
crit_path_max_fanout = 20
cpLargestDelayFamily = "simple AND/OR/NAND/NOR gates"
cp.buffers_inverters = 0
reg2regPathDepth = 5
crit_path_end_kind = "flip-flop"
cp.depth = 5
cp_slowest_cell = "and3_1"
critPathKind = "reg2reg"
reg2reg_slack_ps = 1170
r2r_end = "v_count[4]"

[detailed_routing]
drt_first_iter_violations = 52
diodes = 0
routed_wl_microns = 3627
num_vias = 1489
postRouteAntennaNets = 0
drc = 0
first_pass_iters = 4
wl_per_cell_microns = 12.46
vias_per_cell = 5.117

[timing]
timing.final.max_slew_violations = 0
period_minus_slack_ps = 2129
whs_ps = 465.4
max_slew_margin_pct = 52.94
clock_skew_ps = 8.822
setup_viol = 0
worstMarginPinSlew_ps = 705.9
period_used_pct = 64.53
hold_violations = 0
setup_ws_ps = 1171
fmax_mhz = 469.6
final.setup.tns_ps = 0
rsz0062_at_grt = "false"

[power_and_ir_drop]
combPwrFrac_pct = 3.5
swShare_pct = 20.93
powerDensity_mw_per_mm2 = 396.7
p_int_uw = 836.3
seqPwrFrac_pct = 62.9
p_clk_share_pct = 33.5
switching_power_uw = 221.3
ir_drop_mv = 0.2731
leakagePower_uw = 0.001097

[layout]
final_common_cell = "clkdlybuf4s50_1"
drive_gt1_share_pct = 7.884
area_growth_pct = 26.17
layout_top_cells = "clkdlybuf4s50_1 (47), dfxtp_1 (44), xor2_1 (13), nor2b_1 (13)"

[run_status]
status = "finished clean"

[grt]
grt-ovfl-total = 0
grtUsageMet1_pct = 28.41
use_met2_pct = 27.75
grt_pass1_vias = 1339
grt_usage_pct = 18.33
antenna_found_initial = 0
grt_max_degree = 21
met3_usage_pct = 4.340
grt_pass1_wl_microns = 6092
busiest_layer = "met1"

[clock_network]
clkSinkCount = 54
cts_root_buf = "clkbuf_8"
cts_buffer_depth = 2
ctsResizeCount = 0
worstSkewPairLatency_ps = 310
h-tree-depth = 2
cts_tree = "built"
cts.clk_slew.worst_paths_ps = 90
cts.hold.buffers_added = 0
cts_buffers = 5
post-cts-setup-buffer-count = 0

[die]
fp.dieW_microns = 67.01
dieArea_sq_mm = 0.004490
die_y_microns = 67.01
core_area_sq_mm = 0.004029
io_pins = 48
initial_core_util_pct = 52.45
core.rowCount = 23

[place]
gp_congestion = 0.8118
portBuffers = 47
dp_hpwl_microns = 2463
preCtsSetupSlack_ps = 1237

[flow_run]
warnings = 31
maxCapViolations = 0

[min_path]
hold_class = "reg2reg"
==> registers in the layout, indices dropped and copies added (netlist names) <==
register / count
v_sync: 1
v_count: 10
row: 9
read_pixel: 1
h_count: 10
h_sync: 1
pixel_data: 12
col: 10
==> worst min path at each step <==
stage | cells past startpoint | slack (ps) | start | to
4_1_cts | 1 | 470 | h_count[0] | col[0]
5_1_grt | 1 | 490 | h_count[0] | col[0]
6_report | 1 | 470 | h_count[0] | col[0]
==> per-stage QoR <==
step	cells	area, sq um	power [uW]	utilization, %
finish	291	2666	1058	66.18
global placement	283	2576	716.9	63.94
CTS	291	2666	1073	66.18
global route	291	2666	1105	66.18
detailed placement	283	2576	717.5	63.94
floorplan	200	2113	690.4	-
==> cells in the mapped netlist, types with 2 or more instances <==
| cell | instances |
|---|---|
| xor2_1 | 13 |
| o21ai_0 | 5 |
| dfrtp_1 | 10 |
| nand2_1 | 10 |
| nor2b_1 | 13 |
| inv_1 | 6 |
| clkbuf_2 | 2 |
| and4_1 | 3 |
| clkbuf_1 | 6 |
| nand4_1 | 5 |
| nand3_1 | 5 |
| ha_1 | 7 |
| a21oi_1 | 4 |
| nor3_1 | 8 |
| dfxtp_1 | 44 |
| and3_1 | 6 |
| mux2i_1 | 2 |
| o21a_1 | 2 |
| buf_2 | 3 |
| nor2_1 | 9 |
| xnor2_1 | 7 |
==> logic make-up (layout without fill, tap and decap cells) <==
| group | Yosys count | count (layout) | synth area share, % |
|---|---|---|---|
| flops | 54 | 54 | 53.52 |
| mux | 4 | 4 | 2.190 |
| buf+inv | 20 | 61 | 4.381 |
| compound gates | 20 | 20 | 6.158 |
| simple gates | 75 | 75 | 21.32 |
| fa+ha+maj | 7 | 7 | 4.144 |
| xor+xnor | 20 | 20 | 8.289 |
==> power groups by stage <==
stage,Clock [uW],Sequential (uW),Combinational [uW]
finish,355,666,37.1
global route,396,667,41.7
CTS,369,666,37.7
==> final cells by class <==
class                           instances  area [sq um]
Multi-Input combinational cell        126         889.6
Clock buffer                            5         68.82
Inverter                                6         22.52
Timing Repair Buffer                   47         470.5
Clock inverter                          3         21.27
Fill cell                             321          1363
Sequential cell                        54          1131
Tap cell                               50         62.56
==> routing by layer <==
layer  part of all wire, %  vias up  wire (microns)
met5                     0        -               0
met2                    43       46            1558
li1                      -      754               -
met4                   1.6        0              59
met1                    50      682            1802
met3                   5.7        7             207
Power figures rest on the tool's default switching activity, not on a simulated workload.
